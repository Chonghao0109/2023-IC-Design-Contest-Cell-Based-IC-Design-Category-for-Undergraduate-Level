<file path="design.v">
`timescale 1ps/1ps
module LASER (
	input CLK,
	input RST,
	input [3:0] X,
	input [3:0] Y,
	output reg [3:0] C1X,
	output reg [3:0] C1Y,
	output reg [3:0] C2X,
	output reg [3:0] C2Y,
	output DONE
);
parameter State_Data_Read									= 0,
					State_Calculate_Cover 					= 1,
					State_Next_Circle 							= 2,
					State_Refresh_Max_Cover_Circle	= 3,
					State_Data_Out 									= 4;
reg [2:0] State;
reg [3:0] DATA [39:0][1:0];  
reg [3:0] CNT_X,CNT_Y;
reg [5:0] CNT;
reg [2:0] STEP_CNT;
reg [8:0] Calculate_REG;
reg [3:0] Distance1,Distance2,Distance3,Distance4;
reg S;
wire [3:0] Set_Circle [1:0];
reg [4:0] Max_Cover,Cover;
reg [3:0] Max_Cover_X,Max_Cover_Y;
reg inC1,inC2;
reg [7:0] sqrd1,sqrd2,sqrd3,sqrd4;
assign Set_Circle[0] = S ? C1X:C2X;
assign Set_Circle[1] = S ? C1Y:C2Y;
assign DONE = State== State_Data_Out ? 1'b1:1'b0;
always@(posedge CLK or posedge RST)begin
	if(RST)begin
		State <= State_Data_Read;	
		S<=0;
		{CNT_Y,CNT_X} <= 0;
		CNT <= 0;
		STEP_CNT <= 0;
		{Cover,Max_Cover} <= 0;
		{C1X,C1Y,C2X,C2Y} <= 0;
		{Max_Cover_Y,Max_Cover_X} <= 0; 
	end
	else begin
		case(State)
			State_Data_Read								:begin
				if(CNT>=39) begin
					State <= State_Calculate_Cover;
					CNT <= 0;
				end
				else CNT <= CNT+1;
				DATA[CNT][0] <= X;
				DATA[CNT][1] <= Y;
			end
			State_Calculate_Cover 				:begin  
				if(CNT>=39)begin
					State <= State_Next_Circle;
					CNT <= 0;
				end
				else begin
					CNT <= CNT+1;
				end
				if(inC1||inC2)begin
					Cover <= Cover+1;
				end
			end
			State_Next_Circle 						:begin  
				if(Cover>=Max_Cover)begin
					Max_Cover <= Cover;
					Max_Cover_Y <= CNT_Y;
					Max_Cover_X <= CNT_X;
				end
				if(Cover<=3)begin
					if(CNT_Y==15 && (CNT_X+10)>15)begin
						State <= State_Refresh_Max_Cover_Circle;
						CNT_Y <= 0;
						CNT_X <= 0;
					end
					else if((CNT_X+10)>15)begin
						CNT_Y <= CNT_Y+1;
						CNT_X <= 0;
						State <= State_Calculate_Cover;
					end
					else begin
						CNT_X <= CNT_X+10;
						State <= State_Calculate_Cover;
					end
				end
				else if(Cover<=10)begin
					if(CNT_Y==15 && (CNT_X+7)>15)begin
						State <= State_Refresh_Max_Cover_Circle;
						CNT_Y <= 0;
						CNT_X <= 0;
					end
					else if((CNT_X+7)>15)begin
						CNT_Y <= CNT_Y+1;
						CNT_X <= 0;
						State <= State_Calculate_Cover;
					end
					else begin
						CNT_X <= CNT_X+7;
						State <= State_Calculate_Cover;
					end
				end
				else if(Cover<=20)begin
					if(CNT_Y==15 && (CNT_X+3)>15)begin
						State <= State_Refresh_Max_Cover_Circle;
						CNT_Y <= 0;
						CNT_X <= 0;
					end
					else if((CNT_X+3)>15)begin
						CNT_Y <= CNT_Y+1;
						CNT_X <= 0;
						State <= State_Calculate_Cover;
					end
					else begin
						CNT_X <= CNT_X+3;
						State <= State_Calculate_Cover;
					end
				end
				else begin
					{CNT_Y,CNT_X}<= &{CNT_Y,CNT_X} ? 0:{CNT_Y,CNT_X}+1 ;
					State <= &{CNT_Y,CNT_X} ? State_Refresh_Max_Cover_Circle : State_Calculate_Cover;
				end
				Cover<=0;
			end
			State_Refresh_Max_Cover_Circle 	:begin 
				if(  (S&&{Max_Cover_Y,Max_Cover_X}=={C2Y,C2X}) ||
				 			(~S&&{Max_Cover_Y,Max_Cover_X}=={C1Y,C1X}) ) State <= State_Data_Out;
				else begin 
					if(S) {C2Y,C2X} <= {Max_Cover_Y,Max_Cover_X};
					else {C1Y,C1X} <= {Max_Cover_Y,Max_Cover_X};
					State <= State_Calculate_Cover ; 
				end
				{CNT_Y,CNT_X} <= 0;
				CNT <= 0;
				STEP_CNT <= 0;
				Cover<=0;
				S <= ~S;
			end
			State_Data_Out 								:begin 
				State <= State_Data_Read;	
				{CNT_Y,CNT_X} <= 0;
				S <= 0;
				CNT <= 0;
				STEP_CNT <= 0;
				{Cover,Max_Cover} <= 0;
				{C1X,C1Y,C2X,C2Y} <= 0;
				{Max_Cover_Y,Max_Cover_X} <= 0; 
			end
		endcase
	end
end
always@(*)begin
	if(State==State_Calculate_Cover)begin
		Distance1 = (CNT_X>DATA[CNT][0]) ? (CNT_X-DATA[CNT][0]):(DATA[CNT][0]-CNT_X);
		Distance2 = (CNT_Y>DATA[CNT][1]) ? (CNT_Y-DATA[CNT][1]):(DATA[CNT][1]-CNT_Y);	
		sqrd1 = Distance1*Distance1;
		sqrd2 = Distance2*Distance2;
		if( (sqrd1+sqrd2)<=16) inC1 = 1;
		else inC1 = 0;
		Distance3 = (Set_Circle[0]>DATA[CNT][0]) ? (Set_Circle[0]-DATA[CNT][0]):(DATA[CNT][0]-Set_Circle[0]);
		Distance4 = (Set_Circle[1]>DATA[CNT][1]) ? (Set_Circle[1]-DATA[CNT][1]):(DATA[CNT][1]-Set_Circle[1]);
		sqrd4 = Distance3*Distance3;
    sqrd3 = Distance4*Distance4;
		if( (sqrd3+sqrd4)<=16) inC2 = 1;
		else inC2 = 0;
	end
	else {Distance1,Distance2,inC1,inC2} = 0;
end
endmodule
</file>
<file path="run.sh">
#!/bin/bash
# OpenROAD 26Q1-2900-gdf79404cd8, Yosys 0.63+post, stock flow scripts
make -C /OpenROAD-flow-scripts/flow DESIGN_CONFIG=/design/flow/config.mk WORK_HOME=/design/flow/orfs finish
</file>
<file path="config.mk">
export PLATFORM = sky130hd
export DESIGN_NAME = LASER
export DESIGN_NICKNAME = LASER
export VERILOG_FILES = /design/flow/design.v
export SDC_FILE = /design/flow/constraint.sdc
export NUM_CORES = 4
export LEC_CHECK = 1
export CORE_UTILIZATION = 30
</file>
<file path="constraint.sdc">
current_design LASER

set clk_period 12.8
set clk_io_pct 0.2

create_clock -name clk0 -period $clk_period [get_ports {CLK}]

set non_clock_inputs [all_inputs -no_clocks]
set_input_delay [expr $clk_period * $clk_io_pct] -clock clk0 $non_clock_inputs
set_output_delay [expr $clk_period * $clk_io_pct] -clock clk0 [all_outputs]
</file>
==> results.txt <==
Implementation results

The run finished with clean final reports. The setup total negative slack is 0 ns. The global-route total usage across every layer is 18.4%. The final critical-path required period is 10.42 ns.

The average instance area after synthesis is 11.7 µm². Looking at the critical path, the highest net fanout was 181. The aggregate global routing overflow is 0. The net switching power of the design is 538 µW.

The CTS tree is yes. 27 I/O pins were placed. The timing report gives the biggest stage delay along the critical path as 0.71 ns. Total power normalized to cell area comes to 111 nW/µm². CTS reports a maximum clock tree buffer depth of 3.

In this run the post-CTS setup repair buffer count came out at 0. The worst setup path is launched from a register. The pin count of the biggest net entering global routing is 182. The internal power contribution is 2060 µW. The most common flop cell mapped by yosys is sky130_fd_sc_hd__edfxtp_1.

The chip area is 70700 µm². The flow reports that sequential cells draw 50.9% of the design power. The HPWL after detailed placement is 41300 µm. The via count of the first global-routing pass was 15.0k. The number of antenna violations at the first check in global routing is 0. Per the placement log, port buffering inserted 26 buffers. The total leakage power is 0.00850 µW. In the final layout, the multi-input gates occupy 9140 µm². Per the OpenROAD floorplan log, the width of the die is 266 µm.

The wire length reported by the detailed router is 62200 µm. The highest clock rate is 95.9 MHz. The via density per instance is 5.51. OpenROAD emitted warnings numbering 49. Of the available clock period, the critical path in the final layout requires 81.4%. The final estimated routing congestion in global placement is 0.999.

The tool flagged a number of max-cap violations equal to 0. Among the stages of the critical path, the cell type that occurs most often is sky130_fd_sc_hd__fa_1. By area the synthesized netlist is led by sky130_fd_sc_hd__edfxtp_1 (46%), sky130_fd_sc_hd__mux2_2 (8.1%), sky130_fd_sc_hd__dfrtp_1 (6.3%). The report lists the number of cells resized after CTS as 0. Per the layout report, the design carries 6632 filler cells. The first-iteration detailed-routing DRC count is 1228.

The number of different library cells in the post-synthesis netlist is 74. The final setup violation count is 0. The cell area that synthesis handed to floorplanning was 20900 µm². The fraction of the core area occupied by cells at floorplan is 30.4%. STA classifies the critical path endpoint as a register. The critical path's slowest cell is sky130_fd_sc_hd__nor4_1. The clock network is responsible for 46.6% of the overall power. Per the final report, max-transition violations number 0. The data arrival time reported for the critical path is 10.91 ns.

Across all layers, the routed design uses 14.9k vias. Counting flops and latches in the post-synthesis netlist gives 374. Sequential cells were found to cover 52.4% of the synthesized design area. In the final layout, flip-flops and latches occupy 11000 µm². The report puts the hold buffer count at CTS at 0. Per the power-grid run, VDD falls by no more than 0.0888 mV. The number of standard-cell rows in the floorplan is 96. The proportion of total power due to net switching is 20.7%. The skew report gives the latency at the later pin of the worst-skew pair as 0.58 ns. The root buffer cell is sky130_fd_sc_hd__clkbuf_16. The DRC violations left is 0. The die extent in y is 266 µm. The kind of critical path is reg2reg. The async set-or-reset flop fraction in the synthesized netlist is 14.4%.

The top cell type by instance count after synthesis is sky130_fd_sc_hd__edfxtp_1. Synthesis handed over a netlist of 1781 instances. The layout cell share with drive strength beyond 1 is 16.6%.

Before antenna repair, the detailed router went through 5 iterations. The remaining number of nets flagged by the antenna check after routing is 0. Checking max transition, the worst relative margin is 21.4%.

The clock transition at the registers of the reported paths is 0.06 ns. The setup skew after layout is 0.0191 ns. After detailed routing, the average wire length per cell comes to 23.0 µm. The power report attributes to the combinational group a share of 2.5%. The area reported by Yosys stat is 20900 µm². Together, buffers and inverters on the worst path number 5. The clock tree synthesis step divided the H-tree into 2 levels. By count the netlist is led by sky130_fd_sc_hd__edfxtp_1 (320), sky130_fd_sc_hd__nand3_1 (160), sky130_fd_sc_hd__mux2_2 (151), sky130_fd_sc_hd__nand2_1 (123), sky130_fd_sc_hd__clkbuf_1 (100). The first global-routing pass estimated 94000 µm of wire.

The data required time of the critical path is 13.28 ns. The hold violation total from the final report is 0. The TritonCTS sink count is 374. The post-synthesis cell count from yosys is 1781. Per the post-place timing report, worst setup slack is 2.43 ns. The core occupancy in the finished layout is 34.1%. The antenna diode count is 0. The total area inside the core boundary comes to 68700 µm².

The largest area contributor in the netlist is sky130_fd_sc_hd__edfxtp_1. The number of enable flip-flop cells is 320. The pin slew with the least headroom to its limit is 1.17 ns. Setup repair after global routing left no endpoint under its margin. The yosys warning tally is 2. The area growth from synthesis to final layout is 12.2%.

Note that the worst hold path type here is reg2reg. The CTS report gives the tree buffer count as 42. Among cell families on the critical path, the largest total delay comes from adder cells.

The share of the synthesized area in the top cell type is 46.0%. The least setup slack across all paths after layout is 2.38 ns.
-- final timing paths --
check                              from      endpoint  slack [ns]  cells past startpoint
min in group asynchronous           RST      CNT_X[3]        3.10                      4
hold / removal             Max_Cover[2]  Max_Cover[2]        0.50                      1
setup / recovery                 CNT[3]      Cover[4]        2.38                     32
setup reg to reg                 CNT[3]      Cover[4]        2.38                     32
max in group asynchronous           RST             S        9.23                      4
hold reg to reg            Max_Cover[2]  Max_Cover[2]        0.50                      1
-- per-layer routing --
layer | part of all wire [%] | track usage, %
met3 | 14 | 10.0
met1 | 41 | 25.1
met4 | 2.9 | 4.54
met5 | 0 | 0.347
met2 | 43 | 26.3
-- final cells by class --
type	instances	share of cell area (%)
clock buffer	49	4.73
multi-input combinational	1184	39.0
tap	931	4.97
sequential	374	46.7
clock inverter	24	1.10
inverter	79	1.27
timing repair buffer	64	2.21
-- kinds of logic after synthesis --
family | count (synthesis) | share of synthesized area (%)
AOI/OAI and AO/OA | 241 | 8.57
and+or+nand+nor | 620 | 16.0
buffers and inverters | 223 | 4.35
adders and majority gates | 113 | 7.84
muxes | 175 | 9.28
DFF | 374 | 52.4
xor gates and xnor gates | 35 | 1.54
-- worst reg2reg max path, delay by kind of cell, from the launching register on --
family	cells	cell delay [ns]
buf+inv	5	0.98
flops	1	0.32
mux	2	0.61
simple gates	7	2.75
fa+ha+maj	9	3.66
xor+xnor	2	0.32
compound gates	7	1.71
-- per-stage QoR --
stage / total power [µW] / cells / instance area (µm²) / hold slack, ns
4_1_cts: 2620 / 2705 / 23500 / 0.507
6_report: 2600 / 2705 / 23500 / 0.504
2_1_floorplan: 1380 / 1781 / 20900 / 0.466
3_3_place_gp: 1410 / 2632 / 22100 / 0.484
3_5_place_dp: 1410 / 2632 / 22100 / 0.489
5_1_grt: 2660 / 2705 / 23500 / 0.519
-- sequential cells by signal, indices dropped and copies added (netlist names) --
| name | count |
|---|---|
| C2Y | 4 |
| Cover | 5 |
| CNT | 6 |
| C2X | 4 |
| DATA | 320 |
| CNT_X | 4 |
| Max_Cover_Y | 4 |
| C1Y | 4 |
| CNT_Y | 4 |
| State | 5 |
| C1X | 4 |
| Max_Cover | 5 |
| Max_Cover_X | 4 |
| S | 1 |
-- cells in the final DEF, fill, tap and decap left out, types with 34 or more instances in the layout --
cell type,n
sky130_fd_sc_hd__edfxtp_1,320
sky130_fd_sc_hd__nand3_1,160
sky130_fd_sc_hd__mux2_2,151
sky130_fd_sc_hd__nand2_1,123
sky130_fd_sc_hd__ha_1,83
sky130_fd_sc_hd__nor2_1,81
sky130_fd_sc_hd__inv_1,78
sky130_fd_sc_hd__nand4_1,66
sky130_fd_sc_hd__and3_1,60
sky130_fd_sc_hd__dfrtp_1,53
sky130_fd_sc_hd__clkbuf_16,43
sky130_fd_sc_hd__buf_4,37
sky130_fd_sc_hd__a22oi_1,34
-- power groups by stage --
stage | combinational (µW) | sequential [µW] | clock, µW
4_1_cts | 64.9 | 1320 | 1230
5_1_grt | 70.4 | 1320 | 1270
6_report | 65.7 | 1320 | 1210
Power is estimated from default activity; no workload was simulated.
